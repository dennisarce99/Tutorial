$ cat design/flow/config.mk
export PLATFORM = sky130hd
export DESIGN_NAME = module_counter
export DESIGN_NICKNAME = module_counter
export VERILOG_FILES = /design/flow/design.v
export SDC_FILE = /design/flow/constraint.sdc
export NUM_CORES = 4
export LEC_CHECK = 1
export CORE_UTILIZATION = 30
$ cat design/flow/constraint.sdc
current_design module_counter

set clk_period 3.7
set clk_io_pct 0.2

create_clock -name clk0 -period $clk_period [get_ports {clk}]

set non_clock_inputs [all_inputs -no_clocks]
set_input_delay [expr $clk_period * $clk_io_pct] -clock clk0 $non_clock_inputs
set_output_delay [expr $clk_period * $clk_io_pct] -clock clk0 [all_outputs]
$ cat design/flow/design.v
module module_counter # (
    parameter COUNT = 13500000
) (
    input logic clk,
    input logic rst,
    output logic [5:0] count_o
);
    localparam WIDTH_COUNT = $clog2(COUNT);
    logic[WIDTH_COUNT - 1 : 0] clk_counter = '0;
    logic [5:0] led_count_r;
    always_ff @ (posedge clk) begin
        if (!rst) begin
            led_count_r <= '0;
            clk_counter <= '0;
        end
        else if (clk_counter == COUNT - 1) begin
            clk_counter <= '0;
            led_count_r <= led_count_r + 1'b1;
        end
        else begin
            clk_counter <= clk_counter + 1'b1;
            led_count_r <= led_count_r;
        end
    end
    assign count_o = ~led_count_r;
endmodule
$ cat design/flow/run.sh
#!/bin/bash
# OpenROAD 26Q1-2900-gdf79404cd8, Yosys 0.63+post, stock flow scripts
make -C /OpenROAD-flow-scripts/flow DESIGN_CONFIG=/design/flow/config.mk WORK_HOME=/design/flow/orfs finish
==> impl_metrics.tcl <==
# yosys + openroad results
set metrics [dict create \
    synth_flop_count 30 \
    syn-cell-area_um2 1390 \
    cts_buffers 5 \
    max-vdd-ir-drop_v 0.000200 \
    antenna_found_initial 0 \
    fp_util_pct 31.5 \
    post_drt_wl_per_cell_um 11.5 \
    ys_seq_share_pct 43.2 \
    hold_class "reg2reg" \
    dieWidth_um 70.1 \
    final_area_um2 1610 \
    remaining_drc_errors 0 \
    fmax_ghz 0.506 \
    seqCellArea_um2 601 \
    setup_ws_ns 1.73 \
    min_to "led_count_r[5]$_SDFFE_PN0N_" \
    r2r_end "clk_counter[23]$_SDFF_PP0_" \
    logic_area_um2 729 \
    warning_count 25 \
    gp_congestion 0.767 \
    synthDistinctLibCells 29 \
    finClkSkew_ns 0.00536 \
    via_per_inst 5.24 \
    num_rows 24 \
    cts.path.max_buffers 2 \
    post_cts_resize_count 0 \
    tightest_slew_ns 0.480 \
    cp_slowest_cell "or4_1" \
    syn_to_final_growth_pct 15.9 \
    min-delay-start "led_count_r[5]$_SDFFE_PN0N_" \
    holdPathStages 2 \
    cts_root_buf "clkbuf_8" \
    critPathKind "reg2reg" \
    synthSimpleGateAreaFrac_pct 30.0 \
    powerDensity_nw_per_um2 401 \
    diodes 0 \
    path_clk_slew_ns 0.06 \
    drv_slew 0 \
    synthMostInstantiatedCell "dfxtp_1" \
    ys_sh_adder_pct 1.80 \
    required_ns 3.91 \
    clock_sinks 30 \
    edf_count 0 \
    netlist_instances 159 \
    cap_violations 0 \
    rr_worst_depth 4 \
    insertion_delay_ns 0.28 \
    die_h_um 70.1 \
    dr.first_iter.drc_count 31 \
    ys.flop_type "dfxtp_1" \
    p_total_mw 0.647 \
    hold_violations 0 \
    reg2reg_slack_ns 1.73 \
    core_area_um2 4410 \
    area_leaders "dfxtp_1, xor2_1, a21oi_1, nor2_1, o21ai_0" \
    grt_pass1_wl_mm 4.81 \
    overflow 0 \
    cp_cell_sequence "and4_4 > nand4_1 > or4_1 > a21oi_1" \
    max_slew_margin_pct 67.9 \
    grt_max_degree 25 \
    ys_cells 159 \
    ctsHtreeMaxLevel 2 \
    synth.avg_cell_area_um2 8.75 \
    rsz0062_at_grt "no" \
    ys_sh_mux_pct 0.719 \
    grt_util_all_layers_pct 12.0 \
    crit_fanout 13 \
    p_leak_nw 0.560 \
    ys_sh_aoi_pct 12.3 \
    xor_area_share_pct 7.55 \
    cts_hold_buf 0 \
    fillers 464 \
    finalSetupTns_ns 0 \
    die_area_um2 4910 \
    finalSetupViolations 0 \
    period_used_pct 53.4 \
    io_pins 8 \
    common_cells "dfxtp_1, a21oi_1, nor2_1, nand2_1, xor2_1" \
    fin_crit_ns 1.97 \
    dr_total_vias 1164 \
    netlist.area_leader.share_pct 43.2 \
    post_cts_buffers 0 \
    grt_pass1_vias 1084 \
    wl_mm 2.56 \
    start_kind "register" \
    top_logic_kind "simple AND/OR/NAND/NOR gates" \
    ys_chip_area_um2 1390 \
    r2r_start "clk_counter[5]$_SDFF_PP0_" \
    cp.arrival_ns 2.19 \
    cts_tree "built" \
    place_ws_ns 1.64 \
    drive_gt1_share_pct 8.82 \
    postSynth.asyncResetShare_pct 0 \
    place_area_um2 1500 \
    whs_ns 0.465 \
    io_buffers 7 \
    outcome "finished clean" \
    dr.pass1.iters 4 \
    synth_top_cell_by_area "dfxtp_1" \
    crit_path_max_incr_delay_ns 0.61 \
    place_hpwl_mm 1.68 \
    worstSetupEndpointType "register" \
    ant_nets 0 \
    ys_warn_count 1 \
]
worst max-delay path by stage:
stage                          from                          to  slack [ns]  cells past startpoint
4_1_cts   clk_counter[5]$_SDFF_PP0_  clk_counter[23]$_SDFF_PP0_        1.69                      4
5_1_grt   clk_counter[5]$_SDFF_PP0_  clk_counter[23]$_SDFF_PP0_        1.54                      4
6_report  clk_counter[5]$_SDFF_PP0_  clk_counter[23]$_SDFF_PP0_        1.73                      4
power by group:
part | total [mW] | internal (mW) | switching (mW)
sequential | 0.328 | 0.326 | 0.00257
clock | 0.306 | 0.188 | 0.119
combinational | 0.0123 | 0.00445 | 0.00790
layout make-up:
cell class	instances	area share, %
Clock buffer	8	6.83
Inverter	8	1.86
Multi-Input combinational cell	116	45.2
Sequential cell	30	37.2
Tap cell	52	4.03
Timing Repair Buffer	8	4.81
cell usage in the layout, fill, tap and decap left out:
cell type        Yosys  final
dfxtp_1             30     30
nor2_1              14     14
a21oi_1             14     14
nand2_1             13     13
xor2_1              11     11
o21ai_0             10     10
nand3_1              9      9
inv_1                8      8
clkbuf_8             0      8
nand4_1              7      7
clkdlybuf4s50_1      0      7
or4_1                6      6
or3_1                6      6
o31ai_1              5      5
and3_1               4      4
and4_1               3      3
ha_1                 2      2
and2_1               1      1
and4bb_2             1      1
and3b_1              1      1
nand4_4              1      1
nor4b_2              1      1
o21ai_1              1      1
and4_4               1      1
xnor2_1              1      1
a31o_2               1      1
nand4_2              1      1
nor4_1               1      1
mux2i_1              1      1
buf_4                0      1
state kept, by name (all words and copies together), names as in the netlist:
register and flops:
clk_counter 24, led_count_r 6
through the flow:
step / instances / utilization (%)
2_1_floorplan: 159 / -
3_5_place_dp: 214 / 34.0
6_report: 222 / 36.5
5_1_grt: 222 / 36.5
3_3_place_gp: 214 / 34.0
4_1_cts: 222 / 36.5
layer usage:
| metal | global-route usage, % | share of wire, % | vias to the layer above |
|---|---|---|---|
| li1 | - | - | 594 |
| met1 | 17.3 | 52 | 545 |
| met2 | 18.6 | 41 | 19 |
| met3 | 3.50 | 4.5 | 6 |
| met4 | 1.78 | 1.7 | 0 |
| met5 | 0 | 0 | - |
cells by family after synthesis:
kind of cell / Yosys count
flops: 30
buf+inv: 13
fa+ha+maj: 2
simple gates: 70
mux: 1
xor+xnor: 12
compound gates: 31
worst max-delay path, delay by kind of cell, from the launching register on:
family / cells / cell delay, ns
simple gates: 3 / 1.32
flops: 1 / 0.43
compound gates: 1 / 0.16
Power and IR drop assume default switching activity.
