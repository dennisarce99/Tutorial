$ cat flow/run.sh
#!/bin/bash
# OpenROAD 26Q1-2900-gdf79404cd8, Yosys 0.63+post, stock flow scripts
make -C /OpenROAD-flow-scripts/flow DESIGN_CONFIG=/design/flow/config.mk WORK_HOME=/design/flow/orfs finish
$ cat flow/config.mk
export PLATFORM = sky130hd
export DESIGN_NAME = module_spi_lcd
export DESIGN_NICKNAME = module_spi_lcd
export VERILOG_FILES = /design/flow/design.v
export SDC_FILE = /design/flow/constraint.sdc
export NUM_CORES = 4
export LEC_CHECK = 1
export CORE_UTILIZATION = 30
$ cat flow/constraint.sdc
current_design module_spi_lcd

set clk_period 4.4
set clk_io_pct 0.2

create_clock -name clk0 -period $clk_period [get_ports {clk}]

set non_clock_inputs [all_inputs -no_clocks]
set_input_delay [expr $clk_period * $clk_io_pct] -clock clk0 $non_clock_inputs
set_output_delay [expr $clk_period * $clk_io_pct] -clock clk0 [all_outputs]
$ cat flow/design.v
module module_spi_lcd (
	input clk,  
	input resetn,
	output ser_tx,
	input ser_rx,
	output lcd_resetn,
	output lcd_clk,
	output lcd_cs,
	output lcd_rs,
	output lcd_data
);
localparam MAX_CMDS = 69;
wire [8:0] init_cmd[MAX_CMDS:0];
assign init_cmd[ 0] = 9'h036;
assign init_cmd[ 1] = 9'h170;
assign init_cmd[ 2] = 9'h03A;
assign init_cmd[ 3] = 9'h105;
assign init_cmd[ 4] = 9'h0B2;
assign init_cmd[ 5] = 9'h10C;
assign init_cmd[ 6] = 9'h10C;
assign init_cmd[ 7] = 9'h100;
assign init_cmd[ 8] = 9'h133;
assign init_cmd[ 9] = 9'h133;
assign init_cmd[10] = 9'h0B7;
assign init_cmd[11] = 9'h135;
assign init_cmd[12] = 9'h0BB;
assign init_cmd[13] = 9'h119;
assign init_cmd[14] = 9'h0C0;
assign init_cmd[15] = 9'h12C;
assign init_cmd[16] = 9'h0C2;
assign init_cmd[17] = 9'h101;
assign init_cmd[18] = 9'h0C3;
assign init_cmd[19] = 9'h112;
assign init_cmd[20] = 9'h0C4;
assign init_cmd[21] = 9'h120;
assign init_cmd[22] = 9'h0C6;
assign init_cmd[23] = 9'h10F;
assign init_cmd[24] = 9'h0D0;
assign init_cmd[25] = 9'h1A4;
assign init_cmd[26] = 9'h1A1;
assign init_cmd[27] = 9'h0E0;
assign init_cmd[28] = 9'h1D0;
assign init_cmd[29] = 9'h104;
assign init_cmd[30] = 9'h10D;
assign init_cmd[31] = 9'h111;
assign init_cmd[32] = 9'h113;
assign init_cmd[33] = 9'h12B;
assign init_cmd[34] = 9'h13F;
assign init_cmd[35] = 9'h154;
assign init_cmd[36] = 9'h14C;
assign init_cmd[37] = 9'h118;
assign init_cmd[38] = 9'h10D;
assign init_cmd[39] = 9'h10B;
assign init_cmd[40] = 9'h11F;
assign init_cmd[41] = 9'h123;
assign init_cmd[42] = 9'h0E1;
assign init_cmd[43] = 9'h1D0;
assign init_cmd[44] = 9'h104;
assign init_cmd[45] = 9'h10C;
assign init_cmd[46] = 9'h111;
assign init_cmd[47] = 9'h113;
assign init_cmd[48] = 9'h12C;
assign init_cmd[49] = 9'h13F;
assign init_cmd[50] = 9'h144;
assign init_cmd[51] = 9'h151;
assign init_cmd[52] = 9'h12F;
assign init_cmd[53] = 9'h11F;
assign init_cmd[54] = 9'h11F;
assign init_cmd[55] = 9'h120;
assign init_cmd[56] = 9'h123;
assign init_cmd[57] = 9'h021;
assign init_cmd[58] = 9'h029;
assign init_cmd[59] = 9'h02A;  
assign init_cmd[60] = 9'h100;
assign init_cmd[61] = 9'h128;
assign init_cmd[62] = 9'h101;
assign init_cmd[63] = 9'h117;
assign init_cmd[64] = 9'h02B;  
assign init_cmd[65] = 9'h100;
assign init_cmd[66] = 9'h135;
assign init_cmd[67] = 9'h100;
assign init_cmd[68] = 9'h1BB;
assign init_cmd[69] = 9'h02C;  
localparam INIT_RESET   = 4'b0000;  
localparam INIT_PREPARE = 4'b0001;  
localparam INIT_WAKEUP  = 4'b0010;  
localparam INIT_SNOOZE  = 4'b0011;  
localparam INIT_WORKING = 4'b0100;  
localparam INIT_DONE    = 4'b0101;  
localparam CNT_100MS = 32'd27;
localparam CNT_120MS = 32'd32;
localparam CNT_200MS = 32'd54;
reg [ 3:0] init_state;
reg [ 6:0] cmd_index;
reg [31:0] clk_cnt;
reg [ 4:0] bit_loop;
reg [15:0] pixel_cnt;
reg lcd_cs_r;
reg lcd_rs_r;
reg lcd_reset_r;
reg [7:0] spi_data;
assign lcd_resetn = lcd_reset_r;
assign lcd_clk    = ~clk;
assign lcd_cs     = lcd_cs_r;
assign lcd_rs     = lcd_rs_r;
assign lcd_data   = spi_data[7];  
wire [15 : 0] pixel;
reg  [15 : 0] color = 16'h001F; 
assign pixel = (pixel_cnt >= 27000) ? color : (pixel_cnt >= 22000) ? 16'hFFFF :
               (pixel_cnt >= 11000) ? 16'hF800 : (pixel_cnt >= 5000) ? 16'hFFFF : color;
always@(posedge clk or negedge resetn) begin
	if (!resetn) begin
		clk_cnt <= 0;
		cmd_index <= 0;
		init_state <= INIT_RESET;
		lcd_cs_r <= 1;
		lcd_rs_r <= 1;
		lcd_reset_r <= 1;
		spi_data <= 8'hFF;
		bit_loop <= 0;
		pixel_cnt <= 0;
	end else begin
		case (init_state)
			INIT_RESET : begin
				if (clk_cnt == CNT_100MS) begin
					clk_cnt <= 0;
					init_state <= INIT_PREPARE;
					lcd_reset_r <= 1;
				end else begin
					clk_cnt <= clk_cnt + 1;
				end
			end
			INIT_PREPARE : begin
				if (clk_cnt == CNT_200MS) begin
					clk_cnt <= 0;
					init_state <= INIT_WAKEUP;
				end else begin
					clk_cnt <= clk_cnt + 1;
				end
			end
			INIT_WAKEUP : begin
				if (bit_loop == 0) begin
					lcd_cs_r <= 0;
					lcd_rs_r <= 0;
					spi_data <= 8'h11;  
					bit_loop <= bit_loop + 1;
				end else if (bit_loop == 8) begin
					lcd_cs_r <= 1;
					lcd_rs_r <= 1;
					bit_loop <= 0;
					init_state <= INIT_SNOOZE;
				end else begin
					spi_data <= { spi_data[6:0], 1'b1 };
					bit_loop <= bit_loop + 1;
				end
			end
			INIT_SNOOZE : begin
				if (clk_cnt == CNT_120MS) begin
					clk_cnt <= 0;
					init_state <= INIT_WORKING;
				end else begin
					clk_cnt <= clk_cnt + 1;
				end
			end
			INIT_WORKING : begin
				if (cmd_index == MAX_CMDS + 1) begin
					init_state <= INIT_DONE;
				end else begin
					if (bit_loop == 0) begin
						lcd_cs_r <= 0;
						lcd_rs_r <= init_cmd[cmd_index][8];
						spi_data <= init_cmd[cmd_index][7:0];
						bit_loop <= bit_loop + 1;
					end else if (bit_loop == 8) begin
						lcd_cs_r <= 1;
						lcd_rs_r <= 1;
						bit_loop <= 0;
						cmd_index <= cmd_index + 1;  
					end else begin
						spi_data <= { spi_data[6:0], 1'b1 };
						bit_loop <= bit_loop + 1;
					end
				end
			end
			INIT_DONE : begin
				if (pixel_cnt == 32400) begin
			            ;  
				end else begin
					if (bit_loop == 0) begin
						lcd_cs_r <= 0;
						lcd_rs_r <= 1;
						spi_data <= pixel[15:8];
						bit_loop <= bit_loop + 1;
					end else if (bit_loop == 8) begin
						spi_data <= pixel[7:0];
						bit_loop <= bit_loop + 1;
					end else if (bit_loop == 16) begin
						lcd_cs_r <= 1;
						lcd_rs_r <= 1;
						bit_loop <= 0;
						pixel_cnt <= pixel_cnt + 1;  
					end else begin
						spi_data <= { spi_data[6:0], 1'b1 };
						bit_loop <= bit_loop + 1;
					end
				end
			end
		endcase
	end
end
endmodule
==> run notes <==
run results: most used cell, CP clkbuf_16, fin. max-slew vios 0, Root Buffer clkbuf_16, fp util 31.1%, critical path type clock port to output port, Worst Reg-to-Reg Cells 8, Layout fillers 1815, top sig layer met4, yosys stat area 0.00546 mm², Antenna Nets Post-Route 0, Clock Skews 7.27 ps, H-tree depth 3, yosys cell count 659, Least-Margin Pin Slew 728 ps, vias per inst 5.43, cell count after synthesis 659, Slew headroom 51.5%, Cell area leaders dfrtp_1 30%, dfstp_2 5.3%, xnor2_1 5.0%, nand2_1 4.5%, nor2_1 4.5%, PwrDens 246 mW/mm², routed wl met2 5660 µm, Layout area overhead 8.30%, FF-to-FF End spi_data[2], R2R Path Start cmd_index[1], post-CTS setup buffers 0, area leader, netlist dfrtp_1, Max IR drop VDD 0.167 mV, Final TNS setup 0 ps, Critical Path Fanout Max 12, clk buf depth 2, Synth flops 76, reg2reg setup slack 1510 ps, drt wl/cell 15.1 µm, final setup fails 0, Flop area 0.00192 mm², EDFF count, synth 0, WL met3 648 µm, RSZ-0062 raised after global routing false, Reg clk slew, reported paths 60 ps, Syn Area/Cell 8.28 µm², die width 137 µm, Unique masters post-synth 77, async set or reset register ratio after synthesis 100%, TritonCTS clock tree done, MaxCap Viol Count 0, Seq share, synth 35.1%, chip area 0.0187 mm², Routability Congestion 0.959, drt total wl 13100 µm, Latency at later pin 340 ps, Synth Flop Type dfrtp_1, OpenROAD warning count 36, n_diodes 0, crit path buf inv count 4, hold buffer count at cts 0, Top-area cell share 29.8%, GRT Residual Overflow 0, Req. time, crit path 3520 ps, CP endpoint kind output port, DRC viols 0, Worst EP arrival 3020 ps, pin count of the biggest net entering global routing 45, CP cell instances clkbuf_16 > clkbuf_16 > inv_1 > clkdlybuf4s50_1, drt pass-1 iters 7, HPWL Detailed 8940 µm, fraction of layout instances using a drive strength above 1 8.54%, met1 WL 6640 µm, slowest cell on the critical path clkdlybuf4s50_1, Top Ports 9, status complete, no violations, First DRT Iteration DRCs 297, CTS resizes 0, All-Layer GR Usage 14.9%, total CTS buffers 9, top cells by count 66 x nand2_1, 66 x nor2_1, 65 x dfrtp_1, max incr delay on CP 440 ps, overall power 1460 µW, Syn. warnings 2, area of the core 0.0175 mm², initial antenna violation count 0, worst min path class primary input to async pin, Hold Fails Final Rpt 0, num rows 48, Worst setup SP type clock port, height of the chip 137 µm, final non-filler cell total 869, Lkg Pwr 0.00241 µW, Gate Area 0.00323 mm², input/output buffers 5, area of the mapped netlist 0.00546 mm², vias in the first global route 4254, DR vias 4718, first-pass GRT wire length 22000 µm, delay-heaviest family, CP buffers and inverters, dpl cells 853
## where the power goes
part | switching, µW | internal (µW)
sequential | 0 | 700
combinational | 13.2 | 1.16
clock | 289 | 454
total | 302 | 1150
## flip-flops by register name (all words and copies together), names as in the netlist
signal and count:
bit_loop 5, clk_cnt 32, spi_data 8, init_state 6, cmd_index 7, lcd_cs_r 1, pixel_cnt 16, lcd_rs_r 1
## layer usage
metal / global-route usage [%] / vias up
met3: 1.97 / 13
met2: 21.6 / 144
li1: - / 2355
met5: 0 / -
met4: 2.32 / 0
met1: 24.1 / 2206
## through the flow
stage	utilization, %	hold slack, ps	cell area [µm²]	setup slack [ps]
floorplan	-	443	5460	1310
global placement	32.0	461	5620	857
detailed placement	32.0	459	5620	857
CTS	33.7	476	5910	482
global route	33.7	500	5910	462
finish	33.7	476	5910	496
## cell families (layout without fill, tap and decap cells)
| group | count (synthesis) | count (layout) | share of synthesized area (%) |
|---|---|---|---|
| AND/OR/NAND/NOR | 297 | 297 | 28.8 |
| AND-OR/OR-AND | 153 | 153 | 18.8 |
| flip-flops | 76 | 76 | 35.1 |
| buffers and inverters | 66 | 51 | 5.76 |
| XOR/XNOR | 50 | 50 | 8.03 |
| adder cells (fa/ha/maj) | 12 | 12 | 2.75 |
| multiplexers | 3 | 3 | 0.596 |
| other | 2 | 2 | 0.138 |
## final cells by class
cell class / count / area share [%]
clock buffers: 11 / 4.04
inverters: 20 / 1.27
multi-input cells: 517 / 54.6
flip-flops and latches: 76 / 32.4
well taps: 225 / 4.76
repair buffers: 13 / 1.78
clock inverters: 7 / 1.12
## worst max path at each step
stage	startpoint	end	depth (start not counted)
4_1_cts	clk	lcd_clk	4
5_1_grt	clk	lcd_clk	4
6_report	clk	lcd_clk	4
## layout by cell type (no fill, tap or decap), types with 10 or more instances in the layout
master / count
nor2_1: 66
nand2_1: 66
dfrtp_1: 65
o21ai_0: 39
a21oi_1: 32
xnor2_1: 31
nand3_1: 30
nand4_1: 24
inv_1: 21
nor3_1: 19
xor2_1: 19
nand2b_1: 14
a31oi_1: 12
ha_1: 12
and3_1: 11
dfstp_2: 11
nor4_1: 10
buf_4: 10
Power figures rest on the tool's default switching activity, not on a simulated workload.
